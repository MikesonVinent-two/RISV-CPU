`./run.sh`:
```
#!/bin/bash
# OpenROAD 26Q1-2900-gdf79404cd8, Yosys 0.63+post, stock flow scripts
make -C /OpenROAD-flow-scripts/flow DESIGN_CONFIG=/design/flow/config.mk WORK_HOME=/design/flow/orfs finish
```
`./design.v`:
```
module ALU (
    input [31:0] A,
    input [31:0] B,
    input [2:0] ALU_op,
    output reg [31:0] ALU_result
);
    initial begin
        ALU_result = 32'b0;
    end
    always @(*) begin
        case (ALU_op)
            3'b000: ALU_result = A + B;  
            3'b001: ALU_result = A - B;  
            3'b010: ALU_result = A | B;  
            3'b011: ALU_result = (A < B) ? 32'b1 : 32'b0;  
            3'b100: ALU_result = A & B;  
            3'b101: ALU_result = A ^ B;  
            3'b110: ALU_result = A << B[4:0];  
            3'b111: ALU_result = A >> B[4:0];  
            default: ALU_result = 32'b0;
        endcase
    end
endmodule
module Control_Unit (
    input [6:0] opcode,
    input [2:0] funct3,
    input [6:0] funct7,
    output reg reg_write,
    output reg mem_write,
    output reg mem_read,
    output reg [2:0] ALU_op,
    output reg branch,
    output reg load_from_dm  
);
    initial begin
        reg_write = 0;
        mem_write = 0;
        mem_read = 0;
        ALU_op = 3'b000;
        branch = 0;
        load_from_dm = 0;  
    end
    always @(*) begin
        case (opcode)
            7'b0110011: begin  
                reg_write = 1;
                mem_write = 0;
                mem_read = 0;
                load_from_dm = 0;  
                case (funct3)
                    3'b000: ALU_op = (funct7 == 7'b0000000) ? 3'b000 : 3'b001;  
                    3'b111: ALU_op = 3'b100;  
                    3'b110: ALU_op = 3'b010;  
                    3'b100: ALU_op = 3'b101;  
                    3'b001: ALU_op = 3'b110;  
                    3'b101: ALU_op = (funct7 == 7'b0000000) ? 3'b111 : 3'b011;  
                    3'b010: ALU_op = 3'b011;  
                    default: ALU_op = 3'b000;
                endcase
                branch = 0;
            end
            7'b0000011: begin  
                reg_write = 1;
                mem_write = 0;
                mem_read = 1;
                load_from_dm = 1;  
                ALU_op = 3'b000;  
                branch = 0;
            end
            7'b0100011: begin  
                reg_write = 0;
                mem_write = 1;
                mem_read = 0;
                load_from_dm = 0;  
                ALU_op = 3'b000;  
                branch = 0;
            end
            7'b1100011: begin  
                reg_write = 0;
                mem_write = 0;
                mem_read = 0;
                load_from_dm = 0;  
                ALU_op = 3'b001;  
                branch = (funct3 == 3'b000);  
            end
            7'b0010011: begin  
                reg_write = 1;
                mem_write = 0;
                mem_read = 0;
                load_from_dm = 0;  
                case (funct3)
                    3'b000: ALU_op = 3'b000;  
                    3'b110: ALU_op = 3'b010;  
                    3'b010: ALU_op = 3'b011;  
                    default: ALU_op = 3'b000;
                endcase
                branch = 0;
            end
            default: begin
                reg_write = 0;
                mem_write = 0;
                mem_read = 0;
                load_from_dm = 0;  
                ALU_op = 3'b000;
                branch = 0;
            end
        endcase
    end
endmodule
module DataMemory (
    input [31:0] address,
    input [31:0] write_data,
    input mem_read,
    input mem_write,
    input clk,
    input reset,
    output reg [31:0] read_data
);
    reg [7:0] memory [0:255];  
    integer i;
    initial begin
        for (i = 0; i < 256; i = i + 1) begin
            memory[i] = 8'b0;  
        end
    end
    always @(posedge clk or posedge reset) begin
        if (reset) begin
            for (i = 0; i < 256; i = i + 1) begin
                memory[i] <= 8'b0;  
            end
        end else if (mem_write) begin
            memory[address] <= write_data[7:0];  
            memory[address + 1] <= write_data[15:8];  
            memory[address + 2] <= write_data[23:16];  
            memory[address + 3] <= write_data[31:24];  
        end
    end
    always @(*) begin
        if (mem_read) begin
            read_data = {memory[address + 3], memory[address + 2], memory[address + 1], memory[address]};  
        end else begin
            read_data = 32'b0;  
        end
    end
endmodule
module Immediate_Generator (
    input [31:0] instruction,
    output reg [31:0] immediate
);
    initial begin
        immediate = 32'b0;
    end
    always @(*) begin
        case (instruction[6:0])
            7'b0000011, 7'b0010011:  
                immediate = {{20{instruction[31]}}, instruction[31:20]};
            7'b0100011:  
                immediate = {{20{instruction[31]}}, instruction[31:25], instruction[11:7]};
            7'b1100011:  
                immediate = {{19{instruction[31]}}, instruction[31], instruction[7], instruction[30:25], instruction[11:8], 1'b0};
            default:
                immediate = 32'b0;
        endcase
    end
endmodule
module Instruction_Decode (
    input [31:0] instruction,
    output [4:0] rs1,
    output [4:0] rs2,
    output [4:0] rd,
    output [6:0] opcode,
    output [2:0] funct3,
    output [6:0] funct7,
    output [31:0] immediate
);
    assign opcode = instruction[6:0];
    assign rd = instruction[11:7];
    assign funct3 = instruction[14:12];
    assign rs1 = instruction[19:15];
    assign rs2 = instruction[24:20];
    assign funct7 = instruction[31:25];
endmodule
module Memory (
    input [31:0] address,
    input [31:0] write_data,
    input mem_read,
    input mem_write,
    input reset,
    output reg [31:0] read_data
);
    reg [31:0] memory [0:63];  
    integer i;
    initial begin
        for (i = 0; i < 64; i = i + 1) begin
            memory[i] = 32'b0;  
        end
    end
    always @(*) begin
        if (reset) begin
            for (i = 0; i < 64; i = i + 1) begin
                memory[i] = 32'b0;  
            end
        end else begin
            if (mem_read) begin
                read_data = memory[address[31:2]];  
            end
            if (mem_write) begin
                memory[address[31:2]] = write_data;  
            end
        end
    end
endmodule
module PC (
    input clk,
    input reset,
    input [31:0] next_PC,
    output reg [31:0] PC
);
    initial begin
        PC = 32'b0;
    end
    always @(posedge clk or posedge reset) begin
        if (reset) begin
            PC <= 32'b0;
        end else begin
            PC <= next_PC;
        end
    end
endmodule
module Register_File (
    input clk,
    input reset,
    input [4:0] rs1,
    input [4:0] rs2,
    input [4:0] rd,
    input [31:0] write_data,
    input reg_write,
    output [31:0] read_data1,
    output [31:0] read_data2
);
    reg [31:0] registers [0:31];
    integer i;
    initial begin
        for (i = 0; i < 32; i = i + 1) begin
            registers[i] = 32'b0;
        end
    end
    always @(posedge clk or posedge reset) begin
        if (reset) begin
            for (i = 0; i < 32; i = i + 1) begin
                registers[i] <= 32'b0;
            end
        end else if (reg_write && rd != 5'b00000) begin
            registers[rd] <= write_data;
        end
    end
    assign read_data1 = registers[rs1];
    assign read_data2 = registers[rs2];
endmodule
module cpu_top (
    input clk,                   
    input reset,                 
    output [31:0] pc,            
    output [31:0] ir             
);
    wire [31:0] instruction;      
    wire [31:0] read_data1, read_data2, ALU_result;
    reg [31:0] write_data;        
    wire [31:0] immediate;        
    wire [4:0] rs1, rs2, rd;      
    wire [6:0] opcode;            
    wire [2:0] funct3;            
    wire [6:0] funct7;            
    wire reg_write, mem_write, mem_read;  
    wire [2:0] ALU_op;            
    wire [31:0] next_PC;          
    reg [31:0] IR;                
    wire branch;                  
    wire [31:0] ALU_B;            
    wire [31:0] read_data;        
    wire load_from_dm;            
    initial begin
        IR = 32'b0;
        write_data = 32'b0;
    end
    PC pc_inst (
        .clk(clk),
        .reset(reset),
        .next_PC(next_PC),
        .PC(pc)
    );
    Memory instruction_mem (
        .address(pc),
        .mem_read(1),     
        .mem_write(0),    
        .write_data(32'b0),
        .read_data(instruction)
    );
    DataMemory data_mem (
        .address(ALU_result),
        .write_data(read_data2),
        .mem_read(load_from_dm),
        .mem_write((opcode == 7'b0100011)),  
        .clk(clk),
        .reset(reset),
        .read_data(read_data)
    );
    Register_File reg_file (
        .clk(clk),
        .reset(reset),
        .rs1(rs1),
        .rs2(rs2),
        .rd(rd),
        .write_data(write_data),
        .reg_write(reg_write),
        .read_data1(read_data1),
        .read_data2(read_data2)
    );
    ALU alu_inst (
        .A(read_data1),
        .B(ALU_B),  
        .ALU_op(ALU_op),
        .ALU_result(ALU_result)
    );
    Control_Unit control (
        .opcode(opcode),
        .funct3(funct3),
        .funct7(funct7),
        .reg_write(reg_write),
        .mem_write(mem_write),
        .mem_read(mem_read),
        .ALU_op(ALU_op),
        .branch(branch),
        .load_from_dm(load_from_dm)  
    );
    Instruction_Decode decode (
        .instruction(instruction),
        .rs1(rs1),
        .rs2(rs2),
        .rd(rd),
        .opcode(opcode),
        .funct3(funct3),
        .funct7(funct7),
        .immediate(immediate)
    );
    Immediate_Generator imm_gen (
        .instruction(instruction),
        .immediate(immediate)
    );
    assign ALU_B = (opcode == 7'b0010011 || opcode == 7'b0000011 || opcode == 7'b0100011) ? immediate : read_data2;
    assign next_PC = (branch && (read_data1 == read_data2)) ? pc + (immediate) : pc + 4;  
    always @(negedge clk or posedge reset) begin
        if (reset) begin
            IR <= 32'b0;
            write_data <= 32'b0;
        end else begin
            IR <= instruction;
            if (reg_write) begin
                write_data <= (load_from_dm) ? read_data : ALU_result;  
            end
        end
    end
    assign ir = IR;
endmodule
```
`./constraint.sdc`:
```
current_design cpu_top

set clk_period 5.1
set clk_io_pct 0.2

create_clock -name clk0 -period $clk_period [get_ports {clk}]

set non_clock_inputs [all_inputs -no_clocks]
set_input_delay [expr $clk_period * $clk_io_pct] -clock clk0 $non_clock_inputs
set_output_delay [expr $clk_period * $clk_io_pct] -clock clk0 [all_outputs]
```
`./config.mk`:
```
export PLATFORM = sky130hd
export DESIGN_NAME = cpu_top
export DESIGN_NICKNAME = cpu_top
export VERILOG_FILES = /design/flow/design.v
export SDC_FILE = /design/flow/constraint.sdc
export NUM_CORES = 4
export LEC_CHECK = 1
export CORE_AREA = 10 10 98 98
export DIE_AREA = 0 0 108 108
```
==> flow_metrics.tcl <==
# implementation run metrics
set metrics [dict create \
    die_height_um 108 \
    slew-limit-headroom 0.4773 \
    antenna_found_initial 0 \
    synth.area.mux_share 0 \
    p_clk_frac 0.439 \
    postRouteWirelength_um 3588 \
    cts_root_buffer "clkbuf_8" \
    grt_first_pass_wirelength_um 5720 \
    drive_gt1_frac 0.05914 \
    syn_area_sq_um 1605 \
    first_iter_violations 55 \
    clk_path_buf_depth 2 \
    fmax_ghz 0.4337 \
    largest_register_ffs 30 \
    hold_class "reg2reg" \
    design_area_sq_um 1989 \
    synthDistinctLibCells 22 \
    power_per_cell_area_nw_per_um2 219.9 \
    critPathSlowestCell "clkdlybuf4s50_1" \
    critPathRequiredTime_ns 4.08 \
    skew_ns 0.005550 \
    synth_simple_gate_area_share 0.1902 \
    yosys_warnings 14 \
    cap_violations 0 \
    path_depth 1 \
    gr-total-overflow 0 \
    synthAoiAreaFrac 0 \
    endpoint_kind "output pin" \
    hold_buffers 0 \
    hold_violations 0 \
    tightest_slew_ns 0.7782 \
    ff2ff_path_depth 4 \
    pwr-share-seq 0.544 \
    r2r-end "pc_inst.PC[28]" \
    fill_cells 807 \
    insertion_delay_ns 0.27 \
    min_from "pc_inst.PC[31]" \
    num_rows 32 \
    dieArea_sq_um 11660 \
    worstHoldEndpoint "pc_inst.PC[31]" \
    tns_ns 0 \
    power_frac_comb 0.017 \
    internal-power_mw 0.3479 \
    yosys_cells 150 \
    crit_path_start_kind "flop" \
    rsz0062_at_grt "no" \
    cp_num_buf_inv 1 \
    p_sw_mw 0.08963 \
    p_leak_nw 0.8993 \
    synthToLayoutAreaGrowth_pct 23.93 \
    xor_share 0.1528 \
    dp_slack_ns 3.069 \
    fp_util 0.2099 \
    place_inst 280 \
    post_cts_resized 0 \
    largestRegisters "pc_inst.PC (30)" \
    finalWeightedCongestion 0.7462 \
    first_global_vias 1107 \
    drc 0 \
    h-tree-depth 2 \
    timing.hold.ws_ns 0.4771 \
    crit_family "buffers and inverters" \
    final_util 0.2601 \
    ys_area_sq_um 1605 \
    cts_sinks 30 \
    irDropWorstVdd_mv 0.07594 \
    p_sw_frac 0.2049 \
    drtAntennaViolNets 0 \
    warnings 25 \
    layout.cells.non_filler 288 \
    via_count 1042 \
    wl_per_cell_um 12.46 \
    setup_viol 0 \
    cts_buffers 5 \
    seq_area_frac_synth 0.4677 \
    critPathKind "reg2out" \
    path_clk_slew_ns 0.06 \
    critPathMaxStageDelay_ns 0.56 \
    portBuffers 31 \
    core-area_sq_um 7647 \
    vias_per_cell 3.618 \
    fin_crit_sh 0.4521 \
    grt_start_max_net_pins 31 \
    largest_register "pc_inst.PC" \
    track_usage 0.05983 \
    dr.pass1.iters 4 \
    syn_inst 150 \
    post_cts_buffers 0 \
    rrSetupSlack_ns 3.23 \
    r2r-start "pc_inst.PC[7]" \
    fin_crit_ns 2.306 \
    whs_path_depth 1 \
    status "finished clean" \
    worstPathCellList "clkdlybuf4s50_1" \
    fin_ws_ns 2.794 \
    numSynthFlops 30 \
    hpwlAfterDp_um 2757 \
    cts_tree "done" \
    die_width_um 108 \
    avgSynthCellArea_sq_um 10.70 \
    diodes 0 \
    cp_max_fo 6 \
    ys_sh_adder 0.007794 \
    place_area_sq_um 1898 \
    io_pins 66 \
    slew_violations 0 \
    ys_top_logic_family "simple AND/OR/NAND/NOR gates" \
    crit_arrival_ns 1.29 \
    p_total_mw 0.4375 \
]
[layout by cell type, fill, tap and decap left out, types with 3 or more instances in the layout]
cell type        count
xor2_1               8
clkbuf_8             6
and3_1               7
nand2_1              7
clkdlybuf4s50_1     31
dfrtp_1             30
nand3_1             10
inv_1                3
nor2_1               4
and4_1               5
nand4_1             10
xnor2_1             20
conb_1              34
[cell type report]
type                    count  area [sq um]  share of cell area
multi-input cells         113         690.7              0.3472
repair buffers             32         317.8              0.1597
flip-flops and latches     30         750.7              0.3774
clock inverters             1         5.005            0.002516
inverters                   3         11.26            0.005660
well taps                 102         127.6             0.06415
clock buffers               7         86.33             0.04340
[synthesized netlist by cell type]
cell | n | area, sq um
buf_4 | 34 | 255.2
dfrtp_1 | 30 | 750.7
xnor2_1 | 20 | 175.2
nand3_1 | 10 | 50.05
nand4_1 | 10 | 62.56
xor2_1 | 8 | 70.07
and3_1 | 7 | 43.79
nand2_1 | 7 | 26.28
and4_1 | 5 | 43.79
nor2_1 | 4 | 15.01
inv_1 | 3 | 11.26
buf_2 | 2 | 10.01
and2_1 | 1 | 6.260
buf_6 | 1 | 11.26
conb_1 | 1 | 3.750
ha_1 | 1 | 12.51
nand3_2 | 1 | 10.01
nand4b_1 | 1 | 8.760
nor2_2 | 1 | 6.260
nor3_1 | 1 | 5.000
nor4_4 | 1 | 21.27
or3_1 | 1 | 6.260
[how the worst max path moves through the flow]
stage                          from    end
final                 pc_inst.PC[7]  pc[7]
after global routing  pc_inst.PC[7]  pc[7]
after CTS             pc_inst.PC[7]  pc[7]
[metal layers]
layer	wire, um	GRT usage	vias to the layer above
met2	1606	0.09095	34
li1	-	-	508
met4	46	0.009542	0
met3	286	0.02289	2
met5	0	0	-
met1	1650	0.08106	498
[power groups by stage]
stage | registers (mW) | clock network, mW | logic [mW]
after CTS | 0.238 | 0.200 | 0.00862
after global routing | 0.238 | 0.210 | 0.00994
final | 0.238 | 0.192 | 0.00733
[logic make-up after synthesis]
kind of cell | count (synthesis)
adder cells (fa/ha/maj) | 1
buffers and inverters | 40
XOR/XNOR | 28
other | 1
AND/OR/NAND/NOR | 50
flip-flops | 30
Power figures rest on the tool's default switching activity, not on a simulated workload.
